==> flow/design.v <==
module led_display(
input   wire        clk,
input   wire        rst,
input   wire[31:0]  number,
output  reg[7:0]    led_en,
output  reg         led_ca,
output  reg         led_cb,
output  reg         led_cc,
output  reg         led_cd,
output  reg         led_ce,
output  reg         led_cf,
output  reg         led_cg,
output  wire        led_dp 
);
reg[6:0] led_num[15:0];
initial begin
    led_num[0]  = 7'b0000001;
    led_num[1]  = 7'b1001111;
    led_num[2]  = 7'b0010010;
    led_num[3]  = 7'b0000110;
    led_num[4]  = 7'b1001100;
    led_num[5]  = 7'b0100100;
    led_num[6]  = 7'b0100000;
    led_num[7]  = 7'b0001111;
    led_num[8]  = 7'b0000000;
    led_num[9]  = 7'b0001100;
    led_num[10] = 7'b0001000;
    led_num[11] = 7'b1100000;
    led_num[12] = 7'b1110010;
    led_num[13] = 7'b1000010;
    led_num[14] = 7'b0110000;
    led_num[15] = 7'b0111000;
end
reg     [15:0] cnt;
wire    [15:0] cnt_end = 19999;
always @ (posedge clk or posedge rst)begin
    if(rst)                     cnt <= 0;
    else if(cnt == cnt_end)     cnt <= 0;
    else                        cnt <= cnt + 1;
end
assign led_dp = 1;
always @ (posedge clk or posedge rst) begin
        if(rst) begin
            led_en <= 8'b1111_1110;
            {led_ca,led_cb,led_cc,led_cd,led_ce,led_cf,led_cg} <= led_num[ 0 ];
        end
        else begin
            if(cnt == cnt_end)
                led_en <= { led_en[0],led_en[7:1] };
            case (led_en)
                8'b0111_1111 :   {led_ca,led_cb,led_cc,led_cd,led_ce,led_cf,led_cg} <= led_num[ number[31:28] ];
                8'b1011_1111 :   {led_ca,led_cb,led_cc,led_cd,led_ce,led_cf,led_cg} <= led_num[ number[27:24] ];
                8'b1101_1111 :   {led_ca,led_cb,led_cc,led_cd,led_ce,led_cf,led_cg} <= led_num[ number[23:20] ];
                8'b1110_1111 :   {led_ca,led_cb,led_cc,led_cd,led_ce,led_cf,led_cg} <= led_num[ number[19:16] ];
                8'b1111_0111 :   {led_ca,led_cb,led_cc,led_cd,led_ce,led_cf,led_cg} <= led_num[ number[15:12] ];
                8'b1111_1011 :   {led_ca,led_cb,led_cc,led_cd,led_ce,led_cf,led_cg} <= led_num[ number[11:8] ];
                8'b1111_1101 :   {led_ca,led_cb,led_cc,led_cd,led_ce,led_cf,led_cg} <= led_num[ number[7:4] ];
                8'b1111_1110 :   {led_ca,led_cb,led_cc,led_cd,led_ce,led_cf,led_cg} <= led_num[ number[3:0] ];
                default:         {led_ca,led_cb,led_cc,led_cd,led_ce,led_cf,led_cg} <= led_num[ 0 ];
            endcase
        end
end
endmodule
==> flow/run.sh <==
#!/bin/bash
# OpenROAD 26Q1-2900-gdf79404cd8, Yosys 0.63+post, stock flow scripts
make -C /OpenROAD-flow-scripts/flow DESIGN_CONFIG=/design/flow/config.mk WORK_HOME=/design/flow/orfs finish
==> flow/config.mk <==
export PLATFORM = sky130hd
export DESIGN_NAME = led_display
export DESIGN_NICKNAME = led_display
export VERILOG_FILES = /design/flow/design.v
export SDC_FILE = /design/flow/constraint.sdc
export NUM_CORES = 4
export LEC_CHECK = 1
export CORE_UTILIZATION = 40
==> flow/constraint.sdc <==
current_design led_display

set clk_period 5.6
set clk_io_pct 0.2

create_clock -name clk0 -period $clk_period [get_ports {clk}]

set non_clock_inputs [all_inputs -no_clocks]
set_input_delay [expr $clk_period * $clk_io_pct] -clock clk0 $non_clock_inputs
set_output_delay [expr $clk_period * $clk_io_pct] -clock clk0 [all_outputs]
==> summary.txt <==
flow finished, numbers: port buffer count 48, total die size 5840 um^2, GRT Total Usage 0.199, grt ovf 0, ys flops 31, Design Area, Final between 2000 and 3000 um^2, vias 1,982, Die W 76.4 um, final setup fails 0, pin count of the biggest net entering global routing 32, Mux area share 0.0401, Rows 26, status complete, no violations, Final ANT Viol Nets 0, routed length per instance 15.6 um, hold_ws between 0.4 and 0.5 ns, critical hold path startpoint cnt[15]$_DFF_PP0_, Logic cell area 1330 um^2, HP Class reg -> reg, vias in the first global route about 1,800, Root Driver clkbuf_8, area delta synth->final 27.5%, area reported by Yosys stat roughly 2200 um^2, area fraction in compound gates 0.184, Storage cell area 786 um^2, register area share after synthesis 0.355, vias per cell 5.70, first drt pass iteration count 4, antenna violations before repair 0, CTS tree yes, Power per Cell Area 163 nW/um^2, tool warning count 31, YS warnings 8, worst-skew pair later-pin latency roughly 0.28 ns, worst-case reg-to-reg path depth 9, period utilization 0.670, R2R Path End led_cd$_DFF_PP0_, Pins Over Slew Limit 0, TritonCTS Buffers 5, ys async rst share 1.00, f_max 0.267 GHz, Basic Gates by Area 0.259, area of the core 5200 um^2, fin worst setup slack 1.85 ns, number of DRC markers in iteration 0 139, yosys adder share 0.0497, Crit Path Class reg -> reg, r2r setup slk 1.85 ns, Clock Sink Count 31, worst vdd ir roughly 0.00014 V, clock tree buffer depth 2, MaxCap Viol Count 0, Tmin final around 3.8 ns, Critical R2R Launch led_en[0]$_DFFE_PP0N_, share of cells above drive strength 1 0.122, distinct lib cells around 65, Resize count post-CTS 0, Top non-seq family simple AND/OR/NAND/NOR gates, Worst-Margin Slew 0.904 ns, final hold viol count 0, # IOs 50, global-route wire length before repair slightly above 9 mm, yosys stat cell total 235, setup TNS 0 ns, slew margin rel. 0.392, fp_density 0.425, crit path DRT approximately 5.8 ns, Hold Buf Count CTS 0, Worst Skew slightly above 0.005 ns, Worst setup EP type register, xor/xnor share 0.0633, Mapped Area 2210 um^2, Post-Place Cell Area 2720 um^2, Place WS between 1.5 and 2 ns, number of enable flip-flop cells 0, CP Max Fanout 24, synthesized instance count 235, diodes inserted 0, RSZ-0062 raised after global routing false, Worst Hold Path EP cnt[15]$_DFF_PP0_, syn_area_per_cell 9.42 um^2, Worst setup SP type register, fillers between 400 and 500, Synth Flop Type dfrtp_1, routed wire length 5.44 mm, hold path depth 1, Worst-path clk slew approximately 0.060 ns, gpl congestion 0.915, Post-CTS Setup Bufs 0, crit path DAT 3.91 ns, H-Tree Depth 2, post-DP HPWL around 3.8 mm, DRC viols 0, Vert. Die Dim 76.4 um, Lkg Pwr 0.00109 uW
## stage by stage
step | power [uW] | cells | utilization
after floorplan | 247 | 235 | -
after detailed placement | 275 | 340 | 0.523
final | 460 | 348 | 0.543
after global placement | 276 | 340 | 0.523
after CTS | 466 | 348 | 0.543
after global routing | 480 | 348 | 0.543
## cell usage after synthesis (all sizes together), types with 2 or more instances
library cell / instances / area [um^2]
o31ai: 3 / 22.5
a311oi: 2 / 23.8
dfstp: 8 / 210
a211o: 2 / 17.5
nand4b: 9 / 78.8
dfrtp: 23 / 576
or3b: 3 / 26.3
buf: 10 / 55.1
and3: 4 / 30.0
xnor2: 7 / 61.3
nor2b: 2 / 12.5
and3b: 2 / 17.5
nor2: 19 / 71.3
o22a: 2 / 18.8
nand3b: 6 / 45.0
a211oi: 5 / 37.5
and4: 2 / 17.5
nand2: 14 / 52.6
a31oi: 2 / 12.5
mux2: 7 / 78.8
o22ai: 2 / 18.8
clkbuf: 5 / 18.8
o21ai: 6 / 30.0
nand4: 8 / 56.3
nor3b: 5 / 37.5
nand3: 14 / 70.1
o21bai: 2 / 15.0
xor2: 9 / 78.8
a311o: 3 / 30.0
a21oi: 5 / 25.0
inv: 8 / 30.0
a221oi: 2 / 17.5
ha: 8 / 100
## critical path: stages, from the launching register on
cell and delay, ns:
dfrtp_1 0.75, nand2_1 0.38, nor3_1 0.48, a21oi_1 0.08, o31ai_1 0.75, inv_1 0.20, ha_1 0.39, a221oi_1 0.22
a211oi_1 0.08, o31a_1 0.29
## cells in the final DEF, fill, tap and decap left out, types with 8 or more instances in the layout
cell type,instances
clkdlybuf4s50_1,48
dfrtp_1,23
dfstp_2,8
ha_1,8
inv_1,8
nand2_1,14
nand3_1,14
nand4b_1,9
nor2_1,19
xor2_1,9
## routing by layer
| layer | global-route usage | vias to the layer above | part of all wire |
|---|---|---|---|
| met5 | 0 | - | 0 |
| li1 | - | 971 | - |
| met4 | 0.0173 | 0 | 0.0079 |
| met3 | 0.0365 | 5 | 0.052 |
| met1 | 0.340 | 956 | 0.52 |
| met2 | 0.277 | 50 | 0.42 |
## where the power goes
group	switching (uW)	total (uW)	internal [uW]
combinational	19.1	46.8	27.7
sequential	0	224	224
clock	76.9	189	112
## flip-flops by register name, summed over array words and instances (netlist names)
signal  count
cnt        16
led_en      8
led_ca      1
led_cb      1
led_cc      1
led_cd      1
led_ce      1
led_cf      1
led_cg      1
## how the worst max path moves through the flow
| stage | slack (ns) | end | startpoint | cells past startpoint |
|---|---|---|---|---|
| 5_1_grt | 1.39 | led_cd$_DFF_PP0_ | led_en[0]$_DFFE_PP0N_ | 9 |
| 6_report | 1.85 | led_cd$_DFF_PP0_ | led_en[0]$_DFFE_PP0N_ | 9 |
| 4_1_cts | 1.84 | led_cd$_DFF_PP0_ | led_en[0]$_DFFE_PP0N_ | 9 |
## layout make-up
| cell class | instances | area share |
|---|---|---|
| repair buffers | 50 | 0.175 |
| clock buffers | 8 | 0.0354 |
| well taps | 70 | 0.0310 |
| inverters | 8 | 0.0106 |
| flip-flops and latches | 31 | 0.278 |
| multi-input cells | 181 | 0.469 |
## logic make-up after synthesis
kind of cell / Yosys count
xor gates and xnor gates: 16
and+or+nand+nor: 96
buffers and inverters: 23
AOI/OAI and AO/OA: 51
muxes: 8
DFF: 31
other: 1
adders and majority gates: 9
Power figures rest on the tool's default switching activity, not on a simulated workload.
